==> /design/flow/config.mk <==
export PLATFORM = sky130hd
export DESIGN_NAME = branch_compare
export DESIGN_NICKNAME = branch_compare
export VERILOG_FILES = /design/flow/design.v
export SDC_FILE = /design/flow/constraint.sdc
export NUM_CORES = 4
export LEC_CHECK = 1
export CORE_UTILIZATION = 50
==> /design/flow/constraint.sdc <==
current_design branch_compare

set clk_period 15.0
set clk_io_pct 0.2

create_clock -name clk0 -period $clk_period

set non_clock_inputs [all_inputs -no_clocks]
set_input_delay [expr $clk_period * $clk_io_pct] -clock clk0 $non_clock_inputs
set_output_delay [expr $clk_period * $clk_io_pct] -clock clk0 [all_outputs]
==> /design/flow/design.v <==
module branch_compare ( 
	input wire [3:0] br,
	input wire reset,
	input wire [31:0] rs1,
	input wire [31:0] rs2,
	input wire [31:0] imm,
	input wire [31:0] pc_val,
	output reg [31:0] new_address,
	output reg success
);
	reg signed [31:0] comp1minus2;
	initial begin
		success = 0;
	end
	always @ (*) begin
		if (reset == 1'b1) begin
			new_address = 32'h00400004;
			success = 0;
		end else begin
			if (br != 0) begin  
				success = 0;
				comp1minus2 = rs1 - rs2;
				if ((comp1minus2 == 32'd0) && br == 4'd1) begin  
					new_address = pc_val + imm;
					success = 1;
				end else
				if ((comp1minus2 != 32'd0) && br == 4'd2) begin  
					new_address = pc_val + imm;
					success = 1;
				end else
				if ((comp1minus2[31] == 1'b1) && br == 4'd3) begin  
					new_address = pc_val + imm;
					success = 1;
				end else
				if ((comp1minus2[31] == 1'b0) && br == 4'd4) begin  
					new_address = pc_val + imm;
					success = 1;
				end else
				if ((comp1minus2[31] == 1'b1) && br == 4'd5) begin  
					new_address = pc_val + imm;
					success = 1;
				end else
				if ((comp1minus2[31] == 1'b0) && br == 4'd6) begin  
					new_address = pc_val + imm;
					success = 1;
				end else
				if (br == 4'd7) begin  
					new_address = pc_val + imm;
					success = 1;
				end else
				if	(br == 4'd8) begin
					new_address = imm + rs1;
					success = 1;
				end
			end
			else begin
				success = 0;
			end	
		end
	end	
endmodule
==> /design/flow/run.sh <==
#!/bin/bash
# OpenROAD 26Q1-2900-gdf79404cd8, Yosys 0.63+post, stock flow scripts
make -C /OpenROAD-flow-scripts/flow DESIGN_CONFIG=/design/flow/config.mk WORK_HOME=/design/flow/orfs finish
==> results.sh <==
# yosys + openroad results
export IMPL_status="finished clean"
export IMPL_grt_usage_pct=29.51
export IMPL_hpwl_um=17480
export IMPL_ff_type="dlxtn_1"
export IMPL_mostFrequentLayoutCells="clkdlybuf4s50_1 (165), nor2_1 (95), ha_1 (93)"
export IMPL_power_share_combinational_pct=95.7
export IMPL_num_vias=7327
export IMPL_timing_fmax_mhz=89.47
export IMPL_cts_repair_resized=0
export IMPL_final_core_utilization_pct=65.69
export IMPL_initCoreUtil_pct=52.21
export IMPL_tool_warnings=33
export IMPL_layout_top_cell="clkdlybuf4s50_1"
export IMPL_min_path_cells=4
export IMPL_wl_per_cell_um=16.87
export IMPL_crit_path_start_kind="input port"
export IMPL_largest_reg_flops=32
export IMPL_die_height_um=118.0
export IMPL_areaGrowthSynthToFinish_pct=25.81
export IMPL_arrival_ns=8.18
export IMPL_tightest_slew_ns=0.7586
export IMPL_wirelength_um=20810
export IMPL_required_ns=12.00
export IMPL_syn_avg_cell_area_sq_um=7.252
export IMPL_core_sq_um=12880
export IMPL_rows=41
export IMPL_place_area_sq_um=8458
export IMPL_ant_nets=0
export IMPL_regArea_sq_um=480.5
export IMPL_yosysChipArea_sq_um=6723
export IMPL_critPathKind="in -> out"
export IMPL_leakage_nw=3.735
export IMPL_p_clk_share_pct=0
export IMPL_worstSetupEndpointType="output port"
export IMPL_unclocked_regs=32
export IMPL_edf_count=0
export IMPL_layout_drive_gt1_share_pct=5.467
export IMPL_combGateArea_sq_um=5914
export IMPL_powerDensity_nw_per_um2=42.19
export IMPL_untimed_endpoints=64
export IMPL_power_frac_seq_pct=4.3
export IMPL_grt_pass1_wl_um=33140
export IMPL_nFillCells=1140
export IMPL_firstDrtPassIters=5
export IMPL_yosys_cells=927
export IMPL_final_hold_viol_count=0
export IMPL_drc=0
export IMPL_drv_cap=0
export IMPL_maxSlewViolCount=0
export IMPL_yosysWarnings=1
export IMPL_mux_area_share_pct=7.221
export IMPL_max_vdd_ir_drop_mv=0.02033
export IMPL_simple_gate_share_pct=22.86
export IMPL_pre_cts_ws_ns=3.864
export IMPL_p_int_w=0.0001786
export IMPL_die_w_um=118.0
export IMPL_xor_share_pct=7.947
export IMPL_grt_max_degree=67
export IMPL_finalClockPeriodUsage_pct=74.52
export IMPL_n_antenna_cell=0
export IMPL_hold_path_class="in -> out"
export IMPL_ys_flops=32
export IMPL_async_flop_share_pct=0
export IMPL_fin_area_sq_um=8458
export IMPL_topCombFamilyByArea="AND-OR/OR-AND gates"
export IMPL_switching_share_pct=49.95
export IMPL_fin_ws_ns=3.823
export IMPL_setup_viol=0
export IMPL_grt_overflow=0
export IMPL_cts_setup_buffers=0
export IMPL_slew_limit_headroom_pct=48.99
export IMPL_syn_inst=927
export IMPL_crit_fanout=25
export IMPL_ctsHoldBuffers=0
export IMPL_drt_iter0_markers=662
export IMPL_antenna_found_initial=0
export IMPL_yosys_area_share_aoi_pct=31.68
export IMPL_fa_ha_area_share_pct=18.20
export IMPL_viasPerCell=5.942
export IMPL_switchingPower_w=0.0001783
export IMPL_power_total_w=0.0003569
export IMPL_synth_distinct_cells=78
export IMPL_io_buffers=166
export IMPL_gp_congestion=0.9917
export IMPL_fin_tns_setup_ns=0
export IMPL_period_minus_slack_ns=11.18
export IMPL_num_io_pins=166
export IMPL_grt_pass1_vias=6542
export IMPL_rsz0062_at_grt="false"
export IMPL_syn_area_sq_um=6723
export IMPL_fp_dieArea_sq_um=13910
-- cells in the mapped netlist, drive strengths merged (11+ instances only) --
cell type / n / area [sq um]
nor2: 95 / 356.6
mux2i: 11 / 110.1
o21ai: 50 / 250.2
nor3: 25 / 125.1
o21a: 17 / 127.6
xor2: 34 / 297.8
nand2: 57 / 214.0
mux2: 29 / 375.4
nand2b: 13 / 81.33
and3: 13 / 81.33
dlxtn: 32 / 480.5
xnor2: 27 / 236.5
nand3: 24 / 120.1
clkbuf: 28 / 105.1
a21o: 45 / 337.8
inv: 45 / 168.9
a21oi: 79 / 417.9
nand4: 17 / 106.4
a211oi: 14 / 105.1
ha: 93 / 1164
-- final timing paths --
check | start | end
setup / recovery | rs1[0] | success
hold / removal | reset | success
-- power groups by stage --
stage | Combinational, W | Sequential, W | Clock [W]
final | 0.000342 | 0.0000153 | 0
after CTS | 0.000337 | 0.0000154 | 0
after global routing | 0.000375 | 0.0000157 | 0
-- critical path: stages --
cell and delay, ns:
clkdlybuf4s50_1 0.49, inv_1 0.05, ha_1 0.22, fa_1 0.39, nand2b_1 0.21, a21oi_1 0.30
mux2i_1 0.29, nand4_1 0.12, a211o_1 0.22, or4_1 0.42, a2111o_1 0.43, or4b_1 0.48
o41a_1 0.42, o211a_1 0.22, buf_4 0.26, o21ba_2 0.26, clkdlybuf4s50_1 0.39
-- cells by family after synthesis --
logic type,after synthesis
latches,32
multiplexers,40
XOR/XNOR,61
adder cells (fa/ha/maj),96
buffers and inverters,80
AND-OR/OR-AND,311
AND/OR/NAND/NOR,307
-- layer usage --
metal,up-vias,routed length (um),GRT usage (%)
met5,-,0,0
met4,0,406,5.288
met3,29,1427,2.964
met2,277,8585,42.72
met1,3268,10390,47.18
li1,3753,-,-
-- cell type report --
class | instances | share of cell area, %
Timing Repair Buffer | 169 | 19.85
Tap cell | 172 | 2.544
Multi-Input combinational cell | 815 | 69.93
Sequential cell | 32 | 5.680
Inverter | 45 | 1.997
-- stage by stage --
step,hold WS [ns],cells
after floorplan,6.199,927
after global placement,7.180,1233
after detailed placement,7.184,1233
after CTS,7.184,1233
after global routing,7.236,1233
final,7.179,1233
No activity file was given, so power comes from the tool's default toggle rates.
